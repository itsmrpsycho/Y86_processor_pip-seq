==> design.v <==
`timescale 1ns/10ps
module controlLogic(clock, F_icode, D_icode, E_icode, M_icode, E_dstM, e_Cnd, D_rA, D_rB,
 F_control, D_control, E_control); 
  input clock;
  input [3:0 ] F_icode;
  input [3:0 ] D_icode;
  input [3:0 ] E_icode;
  input [3:0 ] M_icode;
  input [3:0 ] E_dstM;
  input        e_Cnd;
  input [3:0 ] D_rA;
  input [3:0 ] D_rB;
  output reg [63:0] F_control;
  output reg [63:0] D_control;
  output reg [63:0] E_control;
  reg [3:0] codeHalt   = 4'b0000; 
  reg [3:0] codeNop    = 4'b0001; 
  reg [3:0] codeCmovXX = 4'b0010; 
  reg [3:0] codeIRmovq = 4'b0011; 
  reg [3:0] codeRMmovq = 4'b0100; 
  reg [3:0] codeMRmovq = 4'b0101; 
  reg [3:0] codeOPq    = 4'b0110; 
  reg [3:0] codeJXX    = 4'b0111; 
  reg [3:0] codeCall   = 4'b1000; 
  reg [3:0] codeRet    = 4'b1001; 
  reg [3:0] codePushq  = 4'b1010; 
  reg [3:0] codePopq   = 4'b1011; 
  initial begin
    F_control = 0;
    D_control = 0;
    E_control = 0;
  end
  always@(*)begin
    if ((E_icode == codeMRmovq | E_icode == codePopq) & (E_dstM == D_rA | E_dstM == D_rB)) begin
      F_control = 1;  
    end
    else if (D_icode == codeRet | E_icode == codeRet | M_icode == codeRet)begin
      F_control = 1;  
    end
    else begin
      F_control = 0;  
    end
    if ((E_icode == codeMRmovq | E_icode == codePopq) & (E_dstM == D_rA | E_dstM == D_rB)) begin
      D_control = 1;  
    end
    else if (E_icode == codeJXX & e_Cnd == 0)begin
      D_control = 2;  
    end
    else if (D_icode == codeRet | E_icode == codeRet | M_icode == codeRet)begin
      D_control = 2;  
    end
    else begin
      D_control = 0;  
    end
    if (E_icode == codeJXX & e_Cnd == 0)begin
      E_control = 2;  
    end
    else if ((E_icode == codeMRmovq | E_icode == codePopq) & (E_dstM == D_rA | E_dstM == D_rB)) begin
      E_control = 2;  
    end
    else begin
      E_control = 0;
    end
  end
endmodule
==> run.sh <==
#!/bin/bash
# OpenROAD 26Q1-2900-gdf79404cd8, Yosys 0.63+post, stock flow scripts
make -C /OpenROAD-flow-scripts/flow DESIGN_CONFIG=/design/flow/config.mk WORK_HOME=/design/flow/orfs finish
==> config.mk <==
export PLATFORM = sky130hd
export DESIGN_NAME = controlLogic
export DESIGN_NICKNAME = controlLogic
export VERILOG_FILES = /design/flow/design.v
export SDC_FILE = /design/flow/constraint.sdc
export NUM_CORES = 4
export LEC_CHECK = 1
export CORE_AREA = 10 10 94 94
export DIE_AREA = 0 0 104 104
==> constraint.sdc <==
current_design controlLogic

set clk_period 2.2
set clk_io_pct 0.2

create_clock -name clk0 -period $clk_period

set non_clock_inputs [all_inputs -no_clocks]
set_input_delay [expr $clk_period * $clk_io_pct] -clock clk0 $non_clock_inputs
set_output_delay [expr $clk_period * $clk_io_pct] -clock clk0 [all_outputs]
==> flow_metrics.py <==
# Physical implementation metrics
metrics = {
    "placement": {
        "gp_congestion": 0.6837,
        "port_buffers": 29,
        "place_area_um2": 1291,
        "hpwl_mm": 3.349,
    },
    "critical_path": {
        "slowest_delay_ps": 470,
        "crit_path_top_delay_cell": "clkdlybuf4s50_1",
        "cp_cell_sequence": "clkdlybuf4s50_1 > nand2_1 > nor2_1 > o221ai_2 > inv_1 > buf_4 > a21oi_1 > buf_2",
        "critical_path_required_ps": 1760,
        "cp.depth": 8,
        "critPathTopFamily": "buffers and inverters",
        "cp.arrival_ps": 1630,
        "crit_end": "D_control[1]",
        "cp.buffers_inverters": 4,
        "startpoint": "E_icode[1]",
        "critPathLaunchType": "input port",
        "crit_fanout": 4,
        "crit_type": "in2out",
        "crit_path_end_kind": "primary output",
    },
    "synth": {
        "netlist_area_um2": 1583,
        "synth.area.top_cells": "buf_4 89%, xor2_1 4.4%, nor4bb_1 1.9%",
        "yosysChipArea_um2": 1583,
        "most_common_cell": "buf_4",
        "syn_inst": 213,
        "yosys.area.top_type": "buf_4",
        "synth_cell_types": 13,
        "top_area_share_pct": 89.17,
        "avgSynthCellArea_um2": 7.431,
        "ys_cells": 213,
        "postSynthSeqShare_pct": 0,
        "yosysWarnings": 1,
        "top_cells_by_count": "188 x buf_4, 8 x xor2_1, 3 x nand2_1, 3 x nor4bb_1",
    },
    "power": {
        "power_frac_clock_pct": 0,
        "seq_power_share_pct": 0,
        "ir_drop_uv": 16.17,
        "power_uw": 93.28,
        "power.switching_uw": 45.58,
        "combPwrFrac_pct": 100.0,
        "internal_power_uw": 47.69,
        "p_per_area_nw_per_um2": 72.03,
        "sw_frac_of_total_pct": 48.87,
        "p_leak_nw": 0.8414,
    },
    "cells_and_area": {
        "flops": 0,
        "area_delta_synth_final_pct": -18.18,
        "postLayoutCellArea_um2": 1295,
        "fill_cells": 797,
        "regArea_um2": 0,
        "drive_gt1_share_pct": 3.689,
        "nClkBuffers": 0,
    },
    "floorplanning": {
        "fp_util_pct": 23.17,
        "die_h_um": 104,
        "core_area_um2": 6832,
        "die_width_um": 104,
        "pin_count": 222,
        "dieArea_um2": 10820,
        "row_count": 30,
    },
    "status": {
        "status": "finished clean",
    },
    "routing": {
        "avgViaCountPerCell": 2.285,
        "antennaDiodeCount": 0,
        "routed_wirelength_mm": 3.433,
        "drc_errors": 0,
        "vias": 777,
        "drt-pass1-iter-count": 4,
        "antenna_left": 0,
        "avgRoutedWirePerCell_um": 10.10,
        "first_iter_violations": 9,
    },
    "global_route": {
        "grt_max_degree": 5,
        "grt_overflow_total": 0,
        "grt_antenna_before_repair": 0,
        "track_usage_pct": 4.942,
        "grt_pass1_vias": 981,
        "grt_pass1_wl_mm": 4.692,
    },
    "flow_run": {
        "drv_cap": 0,
        "warning_count": 37,
    },
    "timing": {
        "finalMaxSlewViolations": 0,
        "rsz0062_at_grt": "false",
        "period_used_pct": 94.28,
        "layout_min_cycle_time_ps": 2074,
        "hold_viol_final": 0,
        "setup_viol": 0,
        "max_freq_mhz": 482.1,
    },
    "min_path": {
        "worstHoldPathType": "in2out",
    },
}
-- routing by layer --
layer | track usage [%] | wire length [um] | part of all wire, % | up-vias
met2 | 9.820 | 1814 | 53 | 108
met4 | 0 | 0 | 0 | 0
li1 | - | - | - | 342
met3 | 2.820 | 490 | 14 | 0
met5 | 0 | 0 | 0 | -
met1 | 4.411 | 1128 | 33 | 327
-- final cells by class --
type               instances  area (um^2)  area share, %
repair buffers            32        284.0          21.93
well taps                 96        120.1          9.275
inverters                  1        3.754         0.2899
multi-input cells        211        887.1          68.50
-- kinds of logic (layout without fill, tap and decap cells) --
kind of cell,Yosys count,after routing,synth area share [%]
buffers and inverters,189,33,89.41
and+or+nand+nor,13,13,5.059
xor gates and xnor gates,8,8,4.427
AOI/OAI and AO/OA,2,2,0.8694
other,1,188,0.2369
-- worst min-delay path, stage by stage --
cell,delay (ps)
clkdlybuf4s50_1,460
nor2_1,40
nand4_1,100
nand2_1,60
clkbuf_2,90
-- cells in the final DEF, fill, tap and decap left out --
cell,instances
clkbuf_2,2
nor2_1,2
inv_1,1
o221ai_2,1
nor4_1,1
nor3_1,1
dlygate4sd2_1,11
nor4bb_1,3
nor3b_2,1
buf_2,1
nand2_1,3
nand4_1,1
buf_4,3
conb_1,188
xor2_1,8
nor4_2,1
clkdlybuf4s50_1,13
clkdlybuf4s15_1,2
a21oi_1,1
-- per-stage QoR --
| stage | setup WS, ps | setup TNS [ps] | utilization [%] | instances | hold WS (ps) |
|---|---|---|---|---|---|
| 6_report | 125.8 | 0 | 18.96 | 340 | 1631 |
| 5_1_grt | 4.593 | 0 | 18.96 | 340 | 1679 |
| 4_1_cts | 2.568 | 0 | 18.79 | 340 | 1641 |
| 3_5_place_dp | -416.8 | -1521 | 18.90 | 338 | 1950 |
| 3_3_place_gp | -397.6 | -1548 | 18.90 | 338 | 1940 |
| 2_1_floorplan | 648.1 | 0 | - | 400 | 976.2 |
-- how the worst min path moves through the flow --
stage | from | endpoint | slack, ps | depth (start not counted)
after CTS | E_icode[2] | D_control[1] | 1640 | 4
after global routing | e_Cnd | D_control[1] | 1680 | 5
final | e_Cnd | E_control[1] | 1630 | 5
-- power groups by stage --
| stage | Combinational [mW] | Clock (mW) | Sequential (mW) |
|---|---|---|---|
| 4_1_cts | 0.101 | 0 | 0 |
| 5_1_grt | 0.119 | 0 | 0 |
| 6_report | 0.0933 | 0 | 0 |
-- repair_timing --
action                                  CTS  global route
buffers inserted                          2             0
endpoints found under the setup margin    4             4
resized                                  19             8
hold buffers                              0             0
pin swaps                                 9             2
Power is estimated from default activity; no workload was simulated.
