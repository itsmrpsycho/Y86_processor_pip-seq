==> /design/flow/config.mk <==
export PLATFORM = sky130hd
export DESIGN_NAME = decode_writeBack
export DESIGN_NICKNAME = decode_writeBack
export VERILOG_FILES = /design/flow/design.v
export SDC_FILE = /design/flow/constraint.sdc
export NUM_CORES = 4
export LEC_CHECK = 1
export CORE_UTILIZATION = 30
==> /design/flow/constraint.sdc <==
current_design decode_writeBack

set clk_period 25.4
set clk_io_pct 0.2

create_clock -name clk0 -period $clk_period [get_ports {clock}]

set non_clock_inputs [all_inputs -no_clocks]
set_input_delay [expr $clk_period * $clk_io_pct] -clock clk0 $non_clock_inputs
set_output_delay [expr $clk_period * $clk_io_pct] -clock clk0 [all_outputs]
==> /design/flow/design.v <==
`timescale 1ns/10ps
module decode_writeBack(clock, icode, rA, rB, valA, valB, valE, valM, Cnd);
input clock;
input [3:0] icode;
input [3:0] rA;
input [3:0] rB;
output reg [63:0] valA;
output reg [63:0] valB;
input [63:0] valE;
input [63:0] valM;
input Cnd;
reg [3:0] codeHalt   = 4'b0000; 
reg [3:0] codeNop    = 4'b0001; 
reg [3:0] codeCmovXX = 4'b0010; 
reg [3:0] codeIRmovq = 4'b0011; 
reg [3:0] codeRMmovq = 4'b0100; 
reg [3:0] codeMRmovq = 4'b0101; 
reg [3:0] codeOPq    = 4'b0110; 
reg [3:0] codeJXX    = 4'b0111; 
reg [3:0] codeCall   = 4'b1000; 
reg [3:0] codeRet    = 4'b1001; 
reg [3:0] codePushq  = 4'b1010; 
reg [3:0] codePopq   = 4'b1011; 
parameter rax = 4'h0;
parameter rcx = 4'h1;
parameter rdx = 4'h2;
parameter rbx = 4'h3;
parameter rsp = 4'h4;
parameter rbp = 4'h5;
parameter rsi = 4'h6;
parameter rdi = 4'h7;
parameter r8  = 4'h8;
parameter r9  = 4'h9;
parameter r10 = 4'hA;
parameter r11 = 4'hB;
parameter r12 = 4'hC;
parameter r13 = 4'hD;
parameter r14 = 4'hE;
parameter r15 = 4'hF;
reg [63:0] registers [0:15];
initial begin
  valA = 64'd0;
  valB = 64'd0;
  registers[rax]=64'h0;
  registers[rcx]=64'h1;
  registers[rdx]=64'h2;
  registers[rbx]=64'h3;
  registers[rsp]=64'h5;
  registers[rbp]=64'h5;
  registers[rsi]=64'h6;
  registers[rdi]=64'h7;
  registers[r8 ]=64'h8;
  registers[r9 ]=64'h9;
  registers[r10]=64'ha;
  registers[r11]=64'hb;
  registers[r12]=64'hc;
  registers[r13]=64'hd;
  registers[r14]=64'he;
  registers[r15]=64'hf;
end
always @(*) begin
  case(icode)
  codeHalt:begin
  end
  codeNop:begin
  end
  codeCmovXX:begin
    valA = registers[rA];
  end
  codeIRmovq:begin
  end
  codeRMmovq:begin
    valA = registers[rA];
    valB = registers[rB];
  end
  codeMRmovq:begin
    valB = registers[rB];
  end
  codeOPq:begin
    valA = registers[rA];
    valB = registers[rB];
  end
  codeCall:begin
    valB = registers[rsp];
  end
  codeRet:begin
    valA = registers[rsp];
    valB = registers[rsp];
  end
  codePushq:begin
    valA = registers[rA];
    valB = registers[rsp];
  end
  codePopq:begin
    valA = registers[rsp];
    valB = registers[rsp];
  end
  endcase
end  
reg [3:0] regNo;
reg sel_reg_IO;
always @(posedge clock) begin
  sel_reg_IO = 1;  
end
always @(negedge clock) begin
case(icode)
  codeHalt:begin
  end
  codeNop:begin
  end
  codeCmovXX:begin
    if (Cnd == 1) begin
      registers[rB] = valE;
    end
    else begin
      registers[4'hf] = valE;
    end
  end
  codeIRmovq:begin
    registers[rB] = valE;
  end
  codeRMmovq:begin
  end
  codeMRmovq:begin
    registers[rA] = valM;
  end
  codeOPq:begin
    registers[rB] = valE;
  end
  codeJXX:begin
  end
  codeCall:begin
    registers[rsp] = valE;
  end
  codeRet:begin
    registers[rsp] = valE;
  end
  codePushq:begin
    registers[rsp] = valE;
  end
  codePopq:begin
    registers[rsp] = valE;
    registers[rA] = valM;
  end
endcase
end
endmodule
==> /design/flow/run.sh <==
#!/bin/bash
# OpenROAD 26Q1-2900-gdf79404cd8, Yosys 0.63+post, stock flow scripts
make -C /OpenROAD-flow-scripts/flow DESIGN_CONFIG=/design/flow/config.mk WORK_HOME=/design/flow/orfs finish
==> run notes <==
On the backend side, the flow ran end to end.

met2 track demand over resource after global routing is about a third. The power per standard cell area stands at around 72 nW/um2. The detailed-route DRC error count stands at 0.

In the final report, the number of hold violations comes to 0. The starting DRC count in detailed routing stands at between 2k and 2.5k. The logs give a warning total of ~1.0k. Global route summary, busiest routing layer listed as met2.

TritonCTS built the clock tree. The final timing report gives a worst setup slack of approximately 3.7 ns. The chip width stands at between 400 and 500 um.

The net switching component of the power stands at between 0.001 and 0.0015 W. The multi-input combinational cells in the finished layout cover a total of between 15000 and 20000 um2. The distinct cell type count of the synthesized netlist stands at about 45.

Fill cells in the final layout number 15.7k. The placement report lists the number of port buffers as ~270. By instance count, the cell type seen most on the critical path is sky130_fd_sc_hd__buf_4. Nets still carrying antenna violations after routing amount to 0. The data arrival time of the worst path stands at between 9 and 10 ns. The total global-route track usage stands at a little over a fifth.

The initial antenna violation count is 9. The routed wire length stands at around 170000 um. Per the synthesis report, the dominant area consumer among library cells is sky130_fd_sc_hd__edfxtp_1. The power report attributes to the clock group a share of 47.4%. The met3 demand-to-capacity share in global routing stands at approximately 16%. The slowest stage of the critical path is the sky130_fd_sc_hd__clkdlybuf4s50_1 cell. The synthesized area divided by synthesized cell count stands at roughly 17 um2.

Looking at the power breakdown, combinational cells take roughly 10% of the total. Global routing finished with a remaining overflow of 0. The timer found 128 register pins that no clock reaches; their paths are not timed. Among all stages on the critical path, the maximum delay recorded is 0.66 ns. The ratio of routed vias to standard cells stands at 5.12. The number of max-slew violations in the final report stands at 0.

The worst setup path is launched from a primary input. The chip area line of the yosys report stands at roughly 52000 um2. The floorplan step defined a core boundary enclosing between 150000 and 200000 um2. The warning tally printed by Yosys for this design is 1. The part of the total power dissipated in sequential elements stands at between 40% and 50%.

The number of rows in the core area stands at around 150. The most used flip-flop cell after synthesis is sky130_fd_sc_hd__edfxtp_1. The post-synth design cell area stands at 52000 um2.

The post-cts sizing count stands at 0. Global routing used about a fifth of the available met1 tracks. The number of top-level pins stands at around 270. The HPWL after detailed placement is between 100000 and 150000 um. By area the synthesized netlist is led by sky130_fd_sc_hd__edfxtp_1 (59%), sky130_fd_sc_hd__mux4_2 (13%), sky130_fd_sc_hd__mux2i_1 (8.9%). The pin closest to its max-slew limit shows a slew of between 0.8 and 0.9 ns. For reference, the top cells by count after synthesis are sky130_fd_sc_hd__edfxtp_1 (1024), sky130_fd_sc_hd__mux2i_1 (463), sky130_fd_sc_hd__mux4_2 (290). The fraction of layout cells with a size suffix above 1 stands at approximately 17%.

Per the detail_route report, the via count comes to 34.9k. The H-tree was split into 3 levels. The count of instantiated cells in the yosys netlist stands at 3146.

The pre-placement core utilization stands at a little under a third. The slew check shows that the tightest pin keeps a relative margin of 42.3%. The type recorded for the worst min-delay path is in -> reg. Per the timing report, the biggest fanout along the worst path comes to 27.

Per the CTS log, the root buffer master is sky130_fd_sc_hd__clkbuf_16. The total die size stands at 175000 um2. The async set-or-reset flop fraction in the synthesized netlist stands at 0%. The number of setup violations in the final report stands at 0.

The internal power component stands at roughly 0.0033 W. The analysis attributes to cell leakage a power of around 27 nW. The worst setup slack before clock tree synthesis stands at 3.04 ns. Synthesis produced between 3k and 4k cells. The data required time reported for the critical path is approximately 13 ns.

By instance count, the leading cell after synthesis is sky130_fd_sc_hd__edfxtp_1. The worst setup path is captured at a flop. The count of flip-flops with a built-in enable after synthesis stands at just over 1k. The first global-routing pass estimated approximately 250000 um of wire. The buffers plus inverters on the worst setup path stands at 4. The hold slack stands at 17.80 ns. The kind of cell with the highest combined delay along the critical path is buffers and inverters.

Per the power-grid run, VDD falls by no more than ~0.065 mV. The buffers inserted during post-CTS setup optimization stands at 0. The synthesis-to-layout area growth stands at 25.0%. The flow ran to the end, and the final reports show no timing, DRC or antenna violations.

The routed wirelength normalized by instance count stands at about 26 um. The number of hold buffers added after CTS was 0. The via count of the first global-routing pass came to 39.4k.

The weighted congestion at the end of routability-driven global placement stands at 0.905. The flip-flop and latch area stands at between 30000 and 40000 um2. By startpoint and endpoint, the worst setup path is classified as in -> reg. Per the synth log, the flip-flop and latch total comes to around 1.2k. The fraction of power spent switching nets stands at 29.3%. For this run, the detailed router's first-pass iteration total came to 5. about 260 endpoints have no timing constraint.

Counting the buffers created by CTS gives 113. Listed in order, past its start point the critical path passes clkdlybuf4s50_1 -> and4bb_1 -> or2_4 -> buf_4 -> a32oi_1 -> nor3_2 -> buf_4 -> buf_4. The number of maximum-capacitance violations recorded for the run is 0.

Setup repair after global routing left no endpoint under its margin. The maximum count of clock buffers along a single path stands at 3. The maximum number of pins on one net before global-route repair stands at between 90 and 100. After routing, the total negative slack on setup checks comes to 0 ns. Per the OpenROAD floorplan log, the height of the die is around 420 um. Looking at the worst setup and hold paths, the clock pins of their registers show a slew of about 0.03 ns. The top cell type by area accounts for about 59% of the synthesized area.
path summary, 6_finish.rpt:
path	slack [ns]	depth (start not counted)	from	to
max	3.69	8	icode[2]	registers[2][7]
min	17.80	2	valE[7]	registers[4][7]
cell type report:
class | count | area share [%]
inverter | 4 | 0.0231
antenna | 4 | 0.0154
tap | 2310 | 4.44
clock inverter | 1113 | 7.23
clock buffer | 113 | 4.35
sequential | 1152 | 50.2
multi-input combinational | 1741 | 28.2
timing repair buffer | 374 | 5.49
state kept, by name, summed over array words and instances (netlist names):
name,cells
valA,64
valB,64
registers,1024
cells by family after synthesis:
kind of cell | share of synthesized area (%)
mux | 25.2
simple gates | 3.21
flops | 59.1
compound gates | 6.44
buf+inv | 2.35
latches | 3.69
metal layers:
| layer | up-vias | wire length, um | share of wire [%] |
|---|---|---|---|
| li1 | 15400 | - | - |
| met1 | 16700 | 54300 | 31 |
| met2 | 2474 | 85000 | 49 |
| met3 | 353 | 27000 | 15 |
| met4 | 10 | 8060 | 4.6 |
| met5 | - | 138 | 0.079 |
per-stage QoR:
step / area, um2 / std cells / power (W) / util (%)
2_1_floorplan: 52000 / 3146 / 0.00252 / -
3_3_place_gp: 57500 / 5582 / 0.00273 / 33.4
3_5_place_dp: 57500 / 5582 / 0.00273 / 33.4
4_1_cts: 65000 / 6807 / 0.00477 / 37.8
5_1_grt: 65000 / 6808 / 0.00498 / 37.8
6_report: 65000 / 6811 / 0.00470 / 37.8
placed cells by master, fill, tap and decap left out, types with 18 or more instances in the layout:
| cell type | count |
|---|---|
| sky130_fd_sc_hd__inv_1 | 1052 |
| sky130_fd_sc_hd__edfxtp_1 | 1024 |
| sky130_fd_sc_hd__mux2i_1 | 463 |
| sky130_fd_sc_hd__mux4_2 | 290 |
| sky130_fd_sc_hd__clkdlybuf4s50_1 | 263 |
| sky130_fd_sc_hd__nand2_1 | 223 |
| sky130_fd_sc_hd__a22oi_1 | 148 |
| sky130_fd_sc_hd__mux2_4 | 128 |
| sky130_fd_sc_hd__dlxtn_1 | 128 |
| sky130_fd_sc_hd__clkbuf_16 | 113 |
| sky130_fd_sc_hd__buf_4 | 100 |
| sky130_fd_sc_hd__o22ai_1 | 93 |
| sky130_fd_sc_hd__nor2_1 | 68 |
| sky130_fd_sc_hd__a31oi_1 | 64 |
| sky130_fd_sc_hd__a211o_1 | 47 |
| sky130_fd_sc_hd__o22a_1 | 46 |
| sky130_fd_sc_hd__nand4_1 | 46 |
| sky130_fd_sc_hd__a21oi_1 | 43 |
| sky130_fd_sc_hd__clkinvlp_2 | 26 |
| sky130_fd_sc_hd__o211ai_1 | 18 |
power groups by stage:
stage / clock network (W) / logic [W] / registers (W)
4_1_cts: 0.00229 / 0.000477 / 0.00200
5_1_grt: 0.00247 / 0.000502 / 0.00200
6_report: 0.00223 / 0.000472 / 0.00200
Power is estimated from default activity; no workload was simulated.
