==> flow/design.v <==
`timescale 1ns/10ps
module insMem(PC,instruction);
input [63:0] PC;
reg [7:0] insMem [0:127];
output reg [7:0] instruction;
initial begin
    insMem[  0] = 8'h60;
    insMem[  1] = 8'h22;
    insMem[  2] = 8'h80;
    insMem[  3] = 8'h0e;
    insMem[  4] = 8'h00;
    insMem[  5] = 8'h00;
    insMem[  6] = 8'h00;
    insMem[  7] = 8'h00;
    insMem[  8] = 8'h00;
    insMem[  9] = 8'h00;
    insMem[ 10] = 8'h00;
    insMem[ 11] = 8'h61;
    insMem[ 12] = 8'h32;
    insMem[ 13] = 8'h00;
    insMem[ 14] = 8'h30;
    insMem[ 15] = 8'hf9;
    insMem[ 16] = 8'h45;
    insMem[ 17] = 8'h00;
    insMem[ 18] = 8'h00;
    insMem[ 19] = 8'h00;
    insMem[ 20] = 8'h00;
    insMem[ 21] = 8'h00;
    insMem[ 22] = 8'h00;
    insMem[ 23] = 8'h00;
    insMem[ 24] = 8'h61;
    insMem[ 25] = 8'hee;
    insMem[ 26] = 8'h21;
    insMem[ 27] = 8'hbd;
    insMem[ 28] = 8'h60;
    insMem[ 29] = 8'hdd;
end
always@(*)begin
    instruction = insMem[PC];
end
endmodule
==> flow/run.sh <==
#!/bin/bash
# OpenROAD 26Q1-2900-gdf79404cd8, Yosys 0.63+post, stock flow scripts
make -C /OpenROAD-flow-scripts/flow DESIGN_CONFIG=/design/flow/config.mk WORK_HOME=/design/flow/orfs finish
==> flow/config.mk <==
export PLATFORM = sky130hd
export DESIGN_NAME = insMem
export DESIGN_NICKNAME = insMem
export VERILOG_FILES = /design/flow/design.v
export SDC_FILE = /design/flow/constraint.sdc
export NUM_CORES = 4
export LEC_CHECK = 1
export CORE_AREA = 10 10 70 70
export DIE_AREA = 0 0 80 80
==> flow/constraint.sdc <==
current_design insMem

set clk_period 1.8
set clk_io_pct 0.2

create_clock -name clk0 -period $clk_period

set non_clock_inputs [all_inputs -no_clocks]
set_input_delay [expr $clk_period * $clk_io_pct] -clock clk0 $non_clock_inputs
set_output_delay [expr $clk_period * $clk_io_pct] -clock clk0 [all_outputs]
==> results.json <==
{
  "wl_met1_um": 412,
  "synth_area_per_cell_um2": 6.17,
  "period_used_share": 0.975,
  "postSynthCellCount": 42,
  "mux_area_frac": 0,
  "synth.cellmix.compoundShare": 0.406,
  "drcViolationCount": 0,
  "synth_cell_types": 24,
  "avgRoutedWirePerCell_um": 8.77,
  "grt_pass1_vias": 326,
  "grt_max_degree": 17,
  "dieArea_um2": 6400,
  "whs_ns": 1.12,
  "powerDensity_nw_per_um2": 197,
  "tns_ns": 0,
  "num_rows": 21,
  "setup_slack_ns": 0.0454,
  "syn_area_um2": 259,
  "drv_cap": 0,
  "ff_count": 0,
  "ant_nets": 0,
  "grt_pass1_wl_mm": 1.57,
  "critPathSlowestCell": "dlygate4sd2_1",
  "drive_gt1_frac": 0.453,
  "synth_warnings": 1,
  "ys_sh_adder": 0,
  "vias": 379,
  "power_switching_mw": 0.0440,
  "initial_utilization": 0.0758,
  "dr.pass1.iters": 4,
  "relSlewSlack": 0.836,
  "port_buffers": 13,
  "num_io_pins": 72,
  "wl_um": 965,
  "antenna_found_initial": 0,
  "drt_iter0_drc": 46,
  "crit_arrival_ns": 1.39,
  "gr-total-overflow": 0,
  "place_ws_ns": -0.647,
  "synth.cellmix.simpleShare": 0.353,
  "crit_chain": "dlygate4sd2_1 -> buf_6 -> and3b_2 -> o21ai_1 -> o21ai_1 -> dlygate4sd2_1",
  "core_um2": 3420,
  "critPathCaptureType": "primary output",
  "status": "finished clean",
  "final-seq-area_um2": 0,
  "rsz0062_at_grt": "yes",
  "worst_pin_slew_ns": 0.244,
  "routed-wl-met2_um": 512,
  "diodes": 0,
  "routed.top_layer": "met3",
  "cp_max_fo": 8,
  "dieWidth_um": 80,
  "fill_cells": 397,
  "leakagePower_nw": 0.232,
  "fmax_mhz": 570,
  "grt_usage": 0.0286,
  "syn_to_final_growth_pct": 98.6,
  "period_needed_ns": 1.75,
  "place.detailed.hpwl_um": 755,
  "cpPeakStageDelay_ns": 0.25,
  "met3_length_um": 40,
  "peakVddDrop_mv": 0.0281,
  "critPathLaunchType": "primary input",
  "worstPathRequired_ns": 1.44,
  "yosys_cells": 42,
  "setup_viol": 0,
  "via_per_inst": 3.45,
  "comb_area_um2": 230,
  "critPathTopFamily": "buffers and inverters",
  "finalHoldViolations": 0,
  "ys_chip_area_um2": 259,
  "p_comb_frac": 1.000,
  "warning_count": 92,
  "clkPwrFrac": 0,
  "finalMaxSlewViolations": 0,
  "p_total_mw": 0.101,
  "p_int_mw": 0.0574,
  "hold_path_class": "primary input to primary output",
  "globalplace.congestion": 0.769,
  "final_util": 0.151,
  "synth_xor_xnor_area_share": 0,
  "path_class": "primary input to primary output",
  "yosysSeqAreaShare": 0,
  "worstPathBufferInverterCount": 3,
  "ctsHoldBuffers": 0,
  "fp.dieH_um": 80,
  "pwr-share-seq": 0,
  "clock_buffers": 0,
  "switching_share": 0.434,
  "logic_family": "AND-OR/OR-AND gates"
}
metrics by stage:
step / instance area (um^2) / std cells
3_3_place_gp: 455 / 103
5_1_grt: 514 / 110
2_1_floorplan: 259 / 42
6_report: 514 / 110
4_1_cts: 513 / 110
3_5_place_dp: 455 / 103
per-layer routing:
metal  vias up  GRT usage
li1        196          -
met1       169     0.0382
met2        14     0.0514
met3         0    0.00227
met4         0          0
met5         -          0
placed cells by master, fill, tap and decap left out, drive strengths merged, types with 2 or more instances in the layout:
master,n
a21oi,6
clkbuf,2
nor2b,2
buf,20
o21ai,6
nor2,2
nand2,2
inv,3
dlygate4sd2,6
nor3,2
timing repair:
action                                  4_1_cts  5_1_grt
pin swaps                                     6        2
endpoints found under the setup margin        8        5
resized                                      40        6
setup buffers                                 8        0
area by class of cell:
class | instances | share of cell area
Multi-Input combinational cell | 33 | 0.448
Timing Repair Buffer | 28 | 0.418
Tap cell | 46 | 0.112
Inverter | 3 | 0.0219
cells in the mapped netlist (all sizes together):
library cell	number	area, um^2
a211oi	1	7.51
a21oi	6	30.0
and2	1	6.26
and2b	1	8.76
and3b	1	10.0
buf	6	51.3
inv	3	11.3
nand2	2	7.51
nand3	1	5.00
nor2	2	7.51
nor2b	2	12.5
nor3	2	10.0
nor3b	1	7.51
nor4b	1	8.76
o211ai	1	7.51
o21a	1	7.51
o21ai	6	30.0
o22ai	1	6.26
o2bb2ai	1	8.76
o31ai	1	7.51
or4	1	7.51
power by group through the flow:
stage	Sequential, mW	Clock, mW	Combinational [mW]
6_report	0	0	0.101
5_1_grt	0	0	0.112
4_1_cts	0	0	0.100
worst paths after layout:
check | endpoint | startpoint | cells after the start | slack [ns]
max | instruction[6] | PC[0] | 6 | 0.05
min | instruction[7] | PC[4] | 4 | 1.12
cells by family after synthesis:
| logic type | count (synthesis) |
|---|---|
| compound gates | 18 |
| simple gates | 15 |
| buf+inv | 9 |
Power is estimated from default activity; no workload was simulated.
